--- /design/flow/config.mk ---
export PLATFORM = sky130hd
export DESIGN_NAME = VGA_Sync
export DESIGN_NICKNAME = VGA_Sync
export VERILOG_FILES = /design/flow/design.v
export SDC_FILE = /design/flow/constraint.sdc
export NUM_CORES = 4
export LEC_CHECK = 1
export CORE_AREA = 10 10 100 100
export DIE_AREA = 0 0 110 110
--- /design/flow/constraint.sdc ---
current_design VGA_Sync

set clk_period 4.7
set clk_io_pct 0.2

create_clock -name clk0 -period $clk_period [get_ports {clk}]

set non_clock_inputs [all_inputs -no_clocks]
set_input_delay [expr $clk_period * $clk_io_pct] -clock clk0 $non_clock_inputs
set_output_delay [expr $clk_period * $clk_io_pct] -clock clk0 [all_outputs]
--- /design/flow/design.v ---
`timescale 1ns / 1ps
module VGA_Sync(
    input wire clk, reset,
    output wire hsync, vsync, video_on, p_tick,
    output wire [9:0] pixel_x, pixel_y
   );
   localparam HD = 640;  
   localparam HF = 48 ;  
   localparam HB = 16 ;  
   localparam HR = 96 ;  
   localparam VD = 480;  
   localparam VF = 29;   
   localparam VB = 10;   
   localparam VR = 2;    
   reg mod2_reg;
   wire mod2_sig;
   reg [9:0] h_cont_reg, h_cont_sig;
   reg [9:0] v_cont_reg, v_cont_sig;
   reg v_sync_reg, h_sync_reg;
   wire v_sync_sig, h_sync_sig;
   wire h_end, v_end, pixel_tick;  
   always @(posedge clk, posedge reset)
      if (reset)
         begin
            mod2_reg <= 1'b0;
            v_cont_reg <= 0;
            h_cont_reg <= 0;
            v_sync_reg <= 1'b0;
            h_sync_reg <= 1'b0;
         end
      else
         begin
            mod2_reg <= mod2_sig;
            v_cont_reg <= v_cont_sig;
            h_cont_reg <= h_cont_sig;
            v_sync_reg <= v_sync_sig;
            h_sync_reg <= h_sync_sig;
         end
   assign mod2_sig = ~mod2_reg;
   assign pixel_tick = mod2_reg;
   assign h_end = (h_cont_reg==(HD+HF+HB+HR-1));
   assign v_end = (v_cont_reg==(VD+VF+VB+VR-1));
   always @*
      if (pixel_tick)   
         if (h_end)
            h_cont_sig = 0;
         else
            h_cont_sig = h_cont_reg + 1;
      else
         h_cont_sig = h_cont_reg;
   always @*
      if (pixel_tick & h_end)
         if (v_end)
            v_cont_sig = 0;
         else
            v_cont_sig = v_cont_reg + 1;
      else
         v_cont_sig = v_cont_reg;
   assign h_sync_sig = (h_cont_reg>=(HD+HB) && h_cont_reg<=(HD+HB+HR-1));
   assign v_sync_sig = (v_cont_reg>=(VD+VB) && v_cont_reg<=(VD+VB+VR-1));
   assign video_on = (h_cont_reg<HD) && (v_cont_reg<VD);
   assign hsync = h_sync_reg;
   assign vsync = v_sync_reg;
   assign pixel_x = h_cont_reg;
   assign pixel_y = v_cont_reg;
   assign p_tick = pixel_tick;
endmodule
--- /design/flow/run.sh ---
#!/bin/bash
# OpenROAD 26Q1-2900-gdf79404cd8, Yosys 0.63+post, stock flow scripts
make -C /OpenROAD-flow-scripts/flow DESIGN_CONFIG=/design/flow/config.mk WORK_HOME=/design/flow/orfs finish
==> flow_summary_export.csv <==
group,metric,value,unit
grt,grt_pass1_wl,4.90,mm
setup_path,path_max_fanout,4,
power_and_ir_drop,p_total,329,µW
place,postPlaceCellArea,1560,µm²
grt,globalRouteTotalUtil,5.06,%
sta,maxClockFrequency,377,MHz
final_layout,layout.cells.most_common_list,"sky130_fd_sc_hd__clkdlybuf4s50_1 (25), sky130_fd_sc_hd__dfrtp_1 (23), sky130_fd_sc_hd__nand3_1 (11)",
synth,synthesis.instances,114,
outcome,run_status,"complete, no violations",
cts,clock_tree.htree_level_count,1,
synth,synth-edff-count,0,
synth,ys_area,1190,µm²
synth,post_synth_top_flop,"sky130_fd_sc_hd__dfrtp_1",
sta,maxSlewViolCount,0,
synth,share_of_async_settable_or_async_resettable_flops_after_synthesis,100,%
setup_path,worstSetupEndpointType,"output port",
sta,final_hold_viol_count,0,
cts,cts_buf_count,3,
cts,clock_latency,0.27,ns
setup_path,slowest_cell_on_the_critical_path,"sky130_fd_sc_hd__clkdlybuf4s50_1",
sta,finalCritPeriodShare,56.5,%
route,ant_nets,0,
job,warning_count,29,
cts,cts_tree,"yes",
job,timing.max_cap.violations,0,
floorplan,placeableCoreArea,7810,µm²
sta,rsz0062_at_grt,"no",
synth,synthDistinctLibCells,30,
route,routed_via_density,3.76,
synth,yosys.area.top_type,"sky130_fd_sc_hd__dfrtp_1",
grt,grt_max_degree,24,
sta,worstMarginPinSlew,0.348,ns
place,post-dp-hpwl,2.30,mm
synth,biggest_area_contributors_in_the_synthesized_netlist,"sky130_fd_sc_hd__dfrtp_1 (48%), sky130_fd_sc_hd__ha_1 (5.2%), sky130_fd_sc_hd__nand3_1 (4.6%), sky130_fd_sc_hd__xnor2_1 (4.4%), sky130_fd_sc_hd__nand4_1 (3.1%)",
cts,cts_hold_buffers,0,
route,firstDrtPassIters,3,
route,drc,0,
synth,seq_area_frac_synth,48.2,%
cts,cts.sink_count,23,
setup_path,crit_chain,"and4_1 -> nor3_1 -> clkdlybuf4s50_1",
sta,maxSlewHeadroom,76.7,%
floorplan,fp_util,15.3,%
cts,clk_transition_reported_paths,0.08,ns
setup_path,timing_worst_setup_path_type,"flip-flop to output port",
route,n_antenna_cell,0,
route,vias,914,
sta,fin_worst_hold_slack,0.521,ns
worst_hold_path,worstHoldPathType,"flip-flop to flip-flop",
synth,post_synth_instance_area,1190,µm²
grt,grt-ovfl-total,0,
sta,setup-tns-final,0,ns
synth,syn_area_per_cell,10.5,µm²
floorplan,die-height,110,µm
sta,final_report_setup_violation_count,0,
final_layout,final_area,1600,µm²
synth,synth.ff_latch_count,23,
synth,synth_top_area_share,48.2,%
sta,worst_clock_skew,0.00553,ns
route,drt-total-wl,3.01,mm
power_and_ir_drop,power.ir.vdd_worst,0.0000820,V
floorplan,die_width,110,µm
floorplan,std_cell_rows,32,
cts,clock_path_buffers,2,
final_layout,area_delta_synth_final,34.3,%
grt,antenna_found_initial,0,
route,iteration_0_drc_markers,44,
setup_path,crit_path_start_kind,"flip-flop",
final_layout,final_layout_top_logic_cell,"sky130_fd_sc_hd__clkdlybuf4s50_1",
floorplan,io_pins,26,
final_layout,fin_util,20.5,%
grt,first_global_vias,886,
setup_path,worst-endpoint-arrival,1.71,ns
power_and_ir_drop,static-leakage-power,0.000634,µW
cts,cts.repair.resized,0,
power_and_ir_drop,power_per_cell_area,205,nW/µm²
floorplan,total_die_area,12100,µm²
route,drt-wirelength-per-cell,12.4,µm
setup_path,critical_path.max_stage_delay,0.52,ns
place,gp_routability_congestion,0.774,
synth,synth-warning-count,1,
cts,postCtsSetupBuffers,0,
cts,clock-root-buffer,"sky130_fd_sc_hd__clkbuf_8",
setup_path,critPathRequiredTime,3.76,ns
sta,final.min_clock_period,2.65,ns
final_layout,drive_above_1_share,7.80,%
synth,yosys-stat-cells,114,
place,port_buffers,25,
[synthesized netlist by cell type (all sizes together) (2+ instances only)]
| master | count |
|---|---|
| xnor2 | 7 |
| dfrtp | 23 |
| nand4 | 6 |
| o22ai | 2 |
| or3 | 2 |
| inv | 7 |
| and3 | 4 |
| nand3 | 12 |
| o21ai | 7 |
| xor2 | 4 |
| ha | 5 |
| nor4 | 2 |
| nor2 | 7 |
| nor4bb | 2 |
| nand2 | 8 |
| and4 | 4 |
| buf | 3 |
| nor3 | 2 |
[per-stage QoR]
step                instances  setup WS (ns)
floorplan                 114           3.03
global placement          239           2.31
detailed placement        239           2.33
CTS                       243           2.03
global route              243           1.95
finish                    243           2.05
[critical path: cells and delay by family (launching register included)]
family | cells | cell delay, ns
buffers and inverters | 1 | 0.52
AND/OR/NAND/NOR | 2 | 0.50
flip-flops | 1 | 0.43
[where the power goes]
part	total [µW]	switching, µW	internal [µW]
clock	126	66.8	59.3
combinational	5.45	4.11	1.34
sequential	198	0	198
[routing by layer]
layer	up-vias	global-route usage (%)	wire [µm]
met5	-	0	0
met4	0	0.743	40
met3	4	1.47	180
met2	12	7.66	1440
met1	439	7.19	1360
li1	459	-	-
[final cells by class]
cell class | instances | area, µm²
clock inverter | 1 | 5.00
timing repair buffer | 26 | 258
sequential | 23 | 576
inverter | 7 | 26.3
tap | 102 | 128
multi-input combinational | 81 | 569
fill | 847 | 6200
clock buffer | 3 | 41.3
[logic make-up after synthesis]
group           Yosys count  share of synthesized area, %
simple gates             52                          26.9
mux                       2                          1.78
flops                    23                          48.2
fa+ha+maj                 5                          5.24
xor+xnor                 11                          8.70
buf+inv                  10                          4.09
compound gates           11                          5.03
[final timing paths]
kind                               start            end  slack, ns  depth (start not counted)
hold / removal             v_cont_reg[4]  v_cont_reg[4]       0.52                          1
setup / recovery           v_cont_reg[8]       video_on       2.05                          3
hold reg to reg            v_cont_reg[4]  v_cont_reg[4]       0.52                          1
min in group asynchronous          reset  h_cont_reg[9]       1.03                          3
max in group asynchronous          reset  v_cont_reg[3]       3.43                          3
setup reg to reg           h_cont_reg[0]  v_cont_reg[6]       2.80                          5
Power and IR drop assume default switching activity.
